<file path="flow/run.sh">
#!/bin/bash
# OpenROAD 26Q1-2900-gdf79404cd8, Yosys 0.63+post, stock flow scripts
make -C /OpenROAD-flow-scripts/flow DESIGN_CONFIG=/design/flow/config.mk WORK_HOME=/design/flow/orfs finish
</file>
<file path="flow/config.mk">
export PLATFORM = sky130hd
export DESIGN_NAME = controle
export DESIGN_NICKNAME = controle
export VERILOG_FILES = /design/flow/design.v
export SDC_FILE = /design/flow/constraint.sdc
export NUM_CORES = 4
export LEC_CHECK = 1
export CORE_AREA = 10 10 70 70
export DIE_AREA = 0 0 80 80
</file>
<file path="flow/constraint.sdc">
current_design controle

set clk_period 1.0
set clk_io_pct 0.2

create_clock -name clk0 -period $clk_period [get_ports {CLOCK}]

set non_clock_inputs [all_inputs -no_clocks]
set_input_delay [expr $clk_period * $clk_io_pct] -clock clk0 $non_clock_inputs
set_output_delay [expr $clk_period * $clk_io_pct] -clock clk0 [all_outputs]
</file>
<file path="flow/design.v">
module controle(
CLOCK, enter,
reset, end_FPGA, end_User, end_time, win, match,
R1, R2, E1, E2, E3, E4, SEL
);
input wire CLOCK, enter, reset, end_FPGA, end_User, end_time, win, match; 
output reg R1, R2, E1, E2, E3, E4, SEL;
localparam NSTATES = 3;
localparam [NSTATES-1:0]Init       = 3'h0, 
								Setup      = 1,
								Play_FPGA  = 3'o2,
								Play_User  = 3'b011,
								Check      = 3'b100,
								Next_Round = 3'b101,
								Result     = 3'b110;
reg [NSTATES-1:0] state;								
reg [NSTATES-1:0] next_state;
always@ (posedge CLOCK) begin
	if (reset) state <= Init;
	else state = next_state;
end
always@ (enter or end_FPGA or end_User or end_time or win or match or state)	begin
	next_state = state;
	case(state)
		Init: 
			begin
			next_state = Setup;
			end
		Setup: 
			begin
				if (enter == 1'b1) next_state = Play_FPGA; 
			end
		Play_FPGA: 
			begin 
				if (end_FPGA) next_state = Play_User;
			end
		Play_User: 
			begin 
				if (end_time == 1'b1) next_state = Result;
				else if (end_User == 1'b1) next_state = Check;
				else next_state = Play_User;
			end
		Check: 
		begin
			if (match == 1'b1) next_state = Next_Round;
			else next_state = Result;
		end
		Next_Round: 
			begin
				if (win == 1'b1) next_state = Result;
				else next_state = Play_FPGA;
			end
		Result: next_state = Result;
	endcase
end	
always@(state) begin
	R1 = 1'b0; R2 = 1'b0; E1 = 1'b0; E2 = 1'b0; E3 = 1'b0; E4 = 1'b0; SEL = 1'b0;
	case(state)
		Init:       begin R1 = 1'b1; R2 = 1'b1; E1 = 1'b0; E2 = 1'b0; E3 = 1'b0; E4 = 1'b0; SEL = 1'b0; end	
		Setup:      begin R1 = 1'b0; R2 = 1'b0; E1 = 1'b1; E2 = 1'b0; E3 = 1'b0; E4 = 1'b0; SEL = 1'b0; end
		Play_FPGA:	 begin R1 = 1'b0; R2 = 1'b0; E1 = 1'b0; E2 = 1'b0; E3 = 1'b1; E4 = 1'b0; SEL = 1'b0; end	
		Play_User:  begin R1 = 1'b0; R2 = 1'b0; E1 = 1'b0; E2 = 1'b1; E3 = 1'b0; E4 = 1'b0; SEL = 1'b0; end		
		Check: 	    begin R1 = 1'b0; R2 = 1'b0; E1 = 1'b0; E2 = 1'b0; E3 = 1'b0; E4 = 1'b1; SEL = 1'b0; end	
		Next_Round: begin R1 = 1'b0; R2 = 1'b1; E1 = 1'b0; E2 = 1'b0; E3 = 1'b0; E4 = 1'b0; SEL = 1'b0; end	
		Result:	    begin R1 = 1'b0; R2 = 1'b0; E1 = 1'b0; E2 = 1'b0; E3 = 1'b0; E4 = 1'b0; SEL = 1'b1; end			
	endcase
end
endmodule   
</file>
==> changes_impl.md <==
### Physical design

- DP Worst Slack: -212 ps
- Gpl congestion: 0.809
- Warnings, synthesis: 1
- Post-synth mux share: 0%
- CTS Root Cell: clkbuf_4
- I/O pin count: 15
- Max Cap Violations: 0
- Reg2Reg Launch Point: state[6]$_DFF_P_
- Biggest regs: state (7)
- R2R cell count: 3
- Unrepaired setup endpoints after global routing: yes
- Period minus WS final: 1100 ps
- Final Hold Fails: 0
- Die area: 6400 sq um
- Pre-Place Util: 7.22%
- Total track usage: 3.09%
- Worst-skew pair later-pin latency: 250 ps
- Synth unique cells: 11
- Most instantiated logic cell after routing: buf_4
- First-pass GRT wire length: 1530 um
- Core area: 3420 sq um
- TritonCTS clock tree: yes
- Leak: 0.224 nW
- Port Buf Inserts: 14
- Chip width: 80 um
- # diodes: 0
- Detailed Routing Iterations Pass 1: 3
- Post-synthesis sequential area ratio: 56.9%
- Crit Path Max Fanout: 2
- Simple share: 28.9%
- Final worst setup slack: -99.8 ps
- Hold Crit Depth: 3
- Routed Wire Length: 887 um
- YS chip area: 246 sq um
- Power, Total: 0.637 mW
- DRC: 0
- Most flop-heavy register: state
- Worst-case clock buffer depth: 2
- Synth Area per Inst: 9.86 sq um
- Critical Path Sink Type: output pin
- TritonCTS buffer count: 3
- # Cells Yosys: 25
- Dominant combinational family: simple AND/OR/NAND/NOR gates
- Grt ovf: 0
- Sink Count: 7
- Max_slew headroom: 89.8%
- H-Tree Depth: 1
- Post-synthesis cell count: 25
- Crit Path Category: reg2out
- Max IR drop VDD: 0.000736 V
- Worst r2r dst: state[6]$_DFF_P_
- DR WL/cell: 8.87 um
- Flop area: 149 sq um
- CP Launch Type: flip-flop
- Final ANT Viol Nets: 0
- Hold WC Path Type: in2reg
- DIE HEIGHT: 80 um
- CTS clock-pin slew for the worst setup and hold paths: 50 ps
- Share of cells above drive strength 1: 53.7%
- Number of global-route vias before repair: 298
- Hold buffer count at cts: 0
- Largest net degree at the start of global routing: 7
- Yosys xor share: 0%
- Hpwl dp: 702 um
- R2R Setup Slk: 0 ps
- Number of OpenROAD warnings: 27
- Worst min-delay path startpoint: match
- Adder share: 0%
- Avg Vias per Cell: 2.75
- Area of the multi-input gates: 108 sq um
- Outcome: complete, but fails checks
- Fmax: 909 MHz
- Iter 0 DRT Violations: 17
- Worst Skew: 1.89 ps
- Dominant logic cell types in the final layout: buf_4, clkdlybuf4s50_1, dfxtp_2
- Row count: 21
- Slew Viols, Final: 0
- Hold Path Sink: state[5]$_DFF_P_
- Slew at the pin closest to its max-slew limit: 153 ps
- DR vias: 275
- Netlist Area Pre-Place: 246 sq um
- Setup-failing EPs final: 1
- Tcrit/Tclk final: 110%
- Power Density: 1140 nW/um^2
- Seq cells post-synth: 7
- Critical Path AT: 900 ps
- Number of flip-flops in the largest register: 7
- WP data required: 800 ps
- Initial antenna violation count: 0
- Violated checks: negative setup slack
- Number of fillers in the final layout: 395
- AND-OR/OR-AND Cells, Area Fraction: 12.7%
- Area grow syn2layout: 126%
## critical path, stage by stage, from the launching register on
cell and delay, ps:
dfxtp_2 310, or2_4 240, buf_6 100
## area by class of cell
type,count,area share [%]
Sequential cell,7,26.7
Clock buffer,4,4.72
Timing Repair Buffer,25,38.2
Multi-Input combinational cell,17,19.3
Inverter,1,0.674
Tap cell,46,10.3
## kinds of logic after synthesis
kind of cell,count (synthesis)
AND/OR/NAND/NOR,12
flip-flops,7
buffers and inverters,1
AND-OR/OR-AND,5
## routing by layer
layer | vias to the layer above | share of wire [%] | global-route usage, % | routed length [um]
met5 | - | 0 | 0 | 0
met4 | 0 | 0 | 0 | 0
met2 | 18 | 25 | 3.45 | 226
met1 | 114 | 58 | 4.56 | 512
li1 | 143 | - | - | -
met3 | 0 | 17 | 2.50 | 147
## through the flow
stage               hold slack [ps]  utilization (%)  TNS (ps)  cells  cell area, sq um
floorplan                       228                -         0     25               246
global placement                543             14.8      -715     93               504
detailed placement              543             14.8      -782     93               504
CTS                             500             15.9      -103     99               544
global route                    514             16.3      -193    100               557
finish                          507             16.3     -99.8    100               557
## synth_stat cells
master    n  area share [%]
or2_2     1             2.5
or3b_1    1             3.6
dfxtp_1   7              57
a21oi_2   1             3.6
nand2_1   4             6.1
inv_1     1             1.5
a21oi_1   2             4.1
a31oi_1   2             5.1
nor2_1    1             1.5
and4bb_2  1             5.1
nand2b_1  4              10
## how the worst max path moves through the flow
stage                 slack, ps  end        startpoint  depth (start not counted)
after CTS                  -100   R2  state[0]$_DFF_P_                          2
final                      -100   R2  state[0]$_DFF_P_                          2
after global routing       -140   R2  state[0]$_DFF_P_                          2
## where the power goes
| part | internal [mW] | switching, mW | leakage [nW] |
|---|---|---|---|
| registers | 0.289 | 0.00430 | 0.0599 |
| logic | 0.0650 | 0.0241 | 0.150 |
| clock network | 0.152 | 0.102 | 0.0150 |
| total | 0.506 | 0.131 | 0.224 |
## repair_timing
action / in CTS / in global routing
setup endpoints to repair: 8 / 7
resized: 22 / 7
buffers inserted: 2 / 1
pin swaps: 1 / 1
Power is estimated from default activity; no workload was simulated.
