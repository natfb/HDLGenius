==> design/flow/design.v <==
module REG_FPGA
#(parameter N = 64)
(
	CLK,
	R,
	E,
	data,
	q,
	q3
);
input wire CLK, R, E;
input wire [N-1:0] data;
output reg [N-1:0] q; 
output reg [3:0] q3;
always@(posedge CLK or posedge R)
begin
	if (R == 1'b1)  
		begin
		q <= 4'b0000;
		q3 <= 4'b0000;
		end
	else
		if (E == 1'b1)
			begin
			q <= data;
			q3 <= data[N-1:N-4];
			end
		else 
			begin
		   q <= q;
			q3 <= q3;
			end
end
endmodule
==> design/flow/run.sh <==
#!/bin/bash
# OpenROAD 26Q1-2900-gdf79404cd8, Yosys 0.63+post, stock flow scripts
make -C /OpenROAD-flow-scripts/flow DESIGN_CONFIG=/design/flow/config.mk WORK_HOME=/design/flow/orfs finish
==> design/flow/config.mk <==
export PLATFORM = sky130hd
export DESIGN_NAME = REG_FPGA
export DESIGN_NICKNAME = REG_FPGA
export VERILOG_FILES = /design/flow/design.v
export SDC_FILE = /design/flow/constraint.sdc
export NUM_CORES = 4
export LEC_CHECK = 1
export CORE_UTILIZATION = 50
==> design/flow/constraint.sdc <==
current_design REG_FPGA

set clk_period 1.1
set clk_io_pct 0.2

create_clock -name clk0 -period $clk_period [get_ports {CLK}]

set non_clock_inputs [all_inputs -no_clocks]
set_input_delay [expr $clk_period * $clk_io_pct] -clock clk0 $non_clock_inputs
set_output_delay [expr $clk_period * $clk_io_pct] -clock clk0 [all_outputs]
==> impl_metrics.py <==
# Synthesis and PnR figures
metrics = {
    "outcome": {
        "status": "complete, but fails checks",
        "violations": "negative setup slack",
    },
    "worst_setup_path": {
        "cp_top_family": "flip-flops",
        "critPathArrivalTime_ns": 0.94,
        "critPathSlowestCell": "dfrtp_1",
        "path_max_fanout": 2,
        "cpMostUsedCell": "buf_6",
        "crit_buf_inv": 2,
        "critical_path.cell_chain": "buf_6 > buf_6",
        "path_class": "register to output port",
        "start_kind": "register",
        "cp-end-kind": "output port",
        "max_stage_delay_ns": 0.40,
        "critPathRequiredTime_ns": 0.88,
    },
    "floorplanning": {
        "dieArea_mm2": 0.005724,
        "rows": 26,
        "fp.dieH_um": 75.66,
        "fp.dieW_um": 75.66,
        "core_mm2": 0.005172,
        "floorplan.core_util": 0.5244,
        "ioPinCount": 135,
    },
    "timing": {
        "slew_headroom": 0.8677,
        "drv_slew": 0,
        "finClkSkew_ns": 0,
        "fmax_mhz": 858.4,
        "tightest_slew_ns": 0.1985,
        "worst_slack_ns": -0.06493,
        "rsz0062_at_grt": "yes",
        "finalClockPeriodUsage": 1.059,
        "finalHoldViolations": 0,
        "period_minus_slack_ns": 1.165,
        "finalSetupViolations": 4,
    },
    "logic_synthesis": {
        "ys_warn_count": 1,
        "synth_cell_type_count": 7,
        "synth_area_mm2": 0.002713,
        "ys_chip_area_mm2": 0.002713,
        "syn_area_per_cell_um2": 19.38,
        "ys_cells": 140,
        "numSynthFlops": 64,
        "seq_area_frac_synth": 0.5904,
        "syn_inst": 140,
    },
    "cts": {
        "clk_pin_slew_ns": 0.07,
        "clkLatencyLatePin_ns": 0.32,
        "tritoncts": "done",
        "h-tree-depth": 3,
        "hold_buffers": 0,
        "cts_root_buffer": "clkbuf_8",
        "cts_made_buffers": 9,
        "cts_sinks": 64,
        "cts_max_path_buffers": 2,
    },
    "layout": {
        "lay_top_cells": "65 x clkdlybuf4s50_1, 64 x dfrtp_1, 63 x buf_2",
        "top_register": "q",
        "fill_cells": 319,
        "largest_register_ffs": 64,
        "reg_top3": "q (64)",
        "lay_top_count": "clkdlybuf4s50_1",
        "final_cells": 373,
        "syn2layout_area_growth_pct": 53.69,
        "layout-drive-gt1-share": 0.5677,
    },
    "routing": {
        "vias": 1729,
        "n_antenna_cell": 0,
        "drc": 0,
        "dr.pass1.iters": 4,
        "ant_nets": 0,
        "drt-wirelength-per-cell_um": 15.98,
        "finalWirelength_um": 5962,
        "drtIter0Drc": 71,
        "viasPerCell": 4.635,
    },
    "job": {
        "drv_cap": 0,
        "warnings": 28,
    },
    "grt": {
        "antenna_found_initial": 0,
        "grt_max_degree": 37,
        "grt_pass1_wl_um": 8590,
        "grt_usage": 0.2166,
        "grt_pass1_vias": 1679,
        "grt_overflow": 0,
    },
    "placed_design": {
        "placed_cells": 339,
        "place_congestion": 0.7304,
        "io_buffers": 134,
        "post-place-ws_ns": 0.04150,
        "dpl.hpwl_um": 3845,
    },
    "min_path": {
        "worstHoldPathType": "primary input to asynchronous set/reset pin",
    },
    "power_and_ir_drop": {
        "vdd_drop_max_mv": 0.8351,
        "powerDensity_mw_per_mm2": 1470,
        "leakage_nw": 2.059,
    },
}
-- stage by stage --
| step | utilization | area [µm²] | hold WS [ns] | setup TNS [ns] | power [mW] |
|---|---|---|---|---|---|
| 6_report | 0.8060 | 4169 | 0.2944 | -0.2303 | 6.129 |
| 5_1_grt | 0.8060 | 4169 | 0.2916 | -0.5761 | 6.421 |
| 4_1_cts | 0.8058 | 4168 | 0.2857 | -0.3108 | 6.194 |
| 3_5_place_dp | 0.7929 | 4101 | 0.4912 | 0 | 3.991 |
| 3_3_place_gp | 0.7929 | 4101 | 0.4898 | 0 | 3.973 |
| 2_1_floorplan | - | 2716 | 0.3513 | 0 | 3.208 |
-- logic make-up (layout without fill, tap and decap cells) --
logic type,after synthesis,after routing,synth area share
buffers and inverters,12,175,0.06089
muxes,64,64,0.3487
DFF,64,64,0.5904
-- report_power, final --
| part | switching, mW | internal (mW) | total (mW) |
|---|---|---|---|
| registers | 0.124 | 2.59 | 2.71 |
| clock network | 0.826 | 1.47 | 2.29 |
| logic | 0.282 | 0.841 | 1.12 |
| total | 1.23 | 4.90 | 6.13 |
-- final timing paths --
path / from / end / slack [ns] / cells after the start
setup / recovery: q[63]$_DFFE_PP0P_ / q[63] / -0.06 / 2
hold / removal: R / q[20]$_DFFE_PP0P_ / 0.29 / 3
setup reg to reg: q[62]$_DFFE_PP0P_ / q[62]$_DFFE_PP0P_ / 0.10 / 3
hold reg to reg: q[6]$_DFFE_PP0P_ / q[6]$_DFFE_PP0P_ / 0.50 / 1
max in group asynchronous: R / q[8]$_DFFE_PP0P_ / 0.60 / 3
min in group clk0: E / q[12]$_DFFE_PP0P_ / 0.43 / 3
-- synthesized netlist by cell type, drive strengths merged --
library cell   n  area [µm²]
buf           11       161.4
inv            1       3.750
mux2          64       945.9
dfrtp         64        1602
-- worst min-delay path: stages --
cell	delay, ns
clkdlybuf4s50_1	0.44
clkinvlp_4	0.12
buf_12	0.19
-- final cells by class --
type                    count  area, µm²  share of cell area
repair buffers            158       1294              0.3103
clock inverters             2      60.06             0.01441
well taps                  70      87.58             0.02101
flip-flops and latches     64       1602              0.3842
clock buffers              14      172.7             0.04142
multi-input cells          64      945.9              0.2269
inverters                   1      7.507            0.001801
-- per-layer routing --
metal  part of all wire  global-route usage  up-vias
met1               0.44              0.3316      857
met4              0.013             0.03086        0
li1                   -                   -      793
met3              0.076             0.07909        8
met5                  0                   0        -
met2               0.47              0.3244       71
-- what timing repair did --
item / CTS / global route
gates resized: 212 / 2
setup endpoints to repair: 68 / 19
buffers inserted: 18 / 0
pin swaps: 0 / 0
gates cloned: 0 / 0
Power and IR drop assume default switching activity.
