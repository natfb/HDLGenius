`/design/flow/run.sh`:
```
#!/bin/bash
# OpenROAD 26Q1-2900-gdf79404cd8, Yosys 0.63+post, stock flow scripts
make -C /OpenROAD-flow-scripts/flow DESIGN_CONFIG=/design/flow/config.mk WORK_HOME=/design/flow/orfs finish
```
`/design/flow/config.mk`:
```
export PLATFORM = sky130hd
export DESIGN_NAME = REG_User
export DESIGN_NICKNAME = REG_User
export VERILOG_FILES = /design/flow/design.v
export SDC_FILE = /design/flow/constraint.sdc
export NUM_CORES = 4
export LEC_CHECK = 1
export CORE_UTILIZATION = 30
```
`/design/flow/constraint.sdc`:
```
current_design REG_User

set clk_period 1.0
set clk_io_pct 0.2

create_clock -name clk0 -period $clk_period [get_ports {CLK}]

set non_clock_inputs [all_inputs -no_clocks]
set_input_delay [expr $clk_period * $clk_io_pct] -clock clk0 $non_clock_inputs
set_output_delay [expr $clk_period * $clk_io_pct] -clock clk0 [all_outputs]
```
`/design/flow/design.v`:
```
module REG_User
#(parameter N = 64)
(
	CLK,
	R,
	E,
	data,
	q
);
input wire CLK, R, E;
input wire [N-1:0] data;
output reg [N-1:0] q; 
always@(posedge CLK or posedge R)
begin
	if (R == 1'b1)  
		q <= 4'b0000;
	else
		if (E == 1'b1)
			q <= data;
		else 
		   q <= q;
end
endmodule
```
==> impl_metrics.yaml <==
# physical design summary
layout:
  area_growth_pct: 59.4
  layout-drive-gt1-share_pct: 58.8
  largestRegisters: "q (64)"
  regMostFlops: "q"
  largest_reg_flops: 64
  design_area_um2: 4280
  nFillCells: 783
synthesis:
  ys_sh_aoi_pct: 0
  yosys_area_um2: 2680
  yosysWarnings: 1
  adder_share_pct: 0
  syn_area_um2: 2680
  avgSynthCellArea_um2: 19.7
  ys_sh_mux_pct: 35.3
  syn_inst: 136
  synth_seq_share_pct: 59.7
  synth_stat.cells: 136
  synth_cell_types: 6
  xor_share_pct: 0
  ys.flops: 64
  synthTopLogicFamily: "multiplexers"
  ys_sh_simple_pct: 0
clock_network:
  ctsRootBufferMaster: "clkbuf_8"
  clk_latency_ns: 0.33
  h-tree-depth: 3
  holdBufCountCts: 0
  clkTransAtPathRegs_ns: 0.07
  cts_tree: "done"
  numCtsBuffers: 9
  clock_path_buffers: 2
  cts_sinks: 64
floorplanning:
  num_io_pins: 131
  chipArea_um2: 9320
  coreArea_um2: 8680
  die_h_um: 96.6
  fp_util_pct: 30.9
  chipWidth_um: 96.6
  rows: 34
route:
  wl_um: 5890
  vias: 1756
  dr.pass1.iters: 4
  first_iter_violations: 19
  ant_nets: 0
  route.detailed.wl_per_inst_um: 13.8
  remaining_drc_errors: 0
  antenna_cells: 0
  vias_per_cell: 4.10
final_timing:
  finalCriticalPeriod_ns: 1.05
  finalWorstSetupSlack_ns: -0.0464
  worst_pin_slew_ns: 0.196
  hold_viol: 0
  min_period_over_period_pct: 105
  fin_hold_ws_ns: 0.133
  maxSlewViolCount: 0
  grt_setup_unrepaired: "true"
  fin_skew_ns: 0
  relSlewSlack_pct: 86.9
  fmax_mhz: 956
  setup_violations: 64
setup_path:
  startpoint_type: "flip-flop"
  cp.buffers_inverters: 1
  startpoint: "q[9]"
  critical_path.max_stage_delay_ns: 0.39
  timing.rr.start: "q[41]"
  path_max_fanout: 2
  endpoint_kind: "output port"
  crit_arrival_ns: 0.85
  crit_required_ns: 0.80
  crit_family: "flip-flops"
  worstPathCellList: "buf_2"
  crit_slowest_cell: "dfrtp_1"
  crit_type: "flip-flop to output port"
pwr:
  power_frac_clock_pct: 32.7
  switching_share_pct: 21.7
  comb_power_share_pct: 20.4
  ir_worst_vdd_mv: 0.719
  leakage_uw: 0.00211
  net-switching-power_uw: 1380
  internal-power_uw: 4980
  power_density_nw_per_um2: 1490
  p_total_uw: 6360
  p_seq_share_pct: 46.9
placement:
  gp_congestion: 0.717
  place_ws_ns: -0.0427
  io_buffers: 130
  dpl_cell_area_um2: 4190
  dp.final_hpwl_um: 4140
outcome:
  violations: "negative setup slack"
  status: "finished with violations"
grt:
  antenna_found_initial: 0
  grt_pass1_vias: 1764
  grt_max_degree: 23
  gr-total-overflow: 0
  track_usage_pct: 13.2
  grt_pass1_wl_um: 9000
job:
  cap_violations: 0
  warnings: 27
worst_hold_path:
  hold_path.class: "input pin to async pin"
metrics by stage:
step | cells | setup TNS, ns | util, %
finish | 428 | -1.50 | 49.3
global route | 428 | -4.63 | 49.3
CTS | 418 | -3.05 | 48.1
detailed placement | 386 | -1.16 | 48.3
global placement | 386 | -1.12 | 48.3
floorplan | 136 | 0 | -
power groups by stage:
stage     combinational (uW)  sequential (uW)  clock [uW]
6_report                1300             2980        2080
5_1_grt                 1420             3020        2290
4_1_cts                 1250             2980        2180
metal layers:
metal	wire length (um)	GRT usage, %	vias to the layer above
met4	82	1.84	0
met5	0	0	-
met3	625	5.65	7
li1	-	-	828
met2	2410	16.6	78
met1	2770	22.0	843
cell families (layout without fill, tap and decap cells):
| logic type | count (synthesis) | in the layout |
|---|---|---|
| flip-flops | 64 | 64 |
| buffers and inverters | 8 | 192 |
| multiplexers | 64 | 64 |
cells in the final DEF, fill, tap and decap left out:
| master | n |
|---|---|
| mux2_2 | 4 |
| buf_4 | 34 |
| clkdlybuf4s50_1 | 65 |
| clkbuf_1 | 3 |
| buf_2 | 64 |
| clkinv_2 | 3 |
| clkinvlp_4 | 1 |
| clkbuf_8 | 9 |
| dfrtp_1 | 64 |
| buf_12 | 5 |
| buf_6 | 7 |
| bufinv_16 | 1 |
| mux2_4 | 60 |
synthesized netlist by cell type:
| cell | number | area [um^2] |
|---|---|---|
| mux2_2 | 4 | 45.0 |
| buf_12 | 6 | 120 |
| buf_6 | 1 | 11.3 |
| inv_1 | 1 | 3.75 |
| mux2_4 | 60 | 901 |
| dfrtp_1 | 64 | 1600 |
timing repair:
item	in CTS	in global routing
buffers inserted	16	15
gates resized	193	7
setup endpoints to repair	64	69
worst paths after layout:
path	endpoint	slack, ns	cells past startpoint
min in group clk0	q[25]	0.24	2
max	q[9]	-0.05	1
min reg2reg	q[12]	0.51	1
max reg2reg	q[41]	0.01	3
min	q[8]	0.13	2
max in group asynchronous	q[62]	0.48	3
cell type report:
cell class | count | area [um^2] | share of cell area, %
clock inverter | 4 | 45.0 | 1.05
inverter | 1 | 7.51 | 0.176
tap | 108 | 135 | 3.16
clock buffer | 12 | 135 | 3.16
sequential | 64 | 1600 | 37.5
timing repair buffer | 175 | 1410 | 32.9
multi-input combinational | 64 | 946 | 22.1
Power is estimated from default activity; no workload was simulated.
